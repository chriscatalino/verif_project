<file path="config.mk">
export PLATFORM = sky130hd
export DESIGN_NAME = UART_XMTR
export DESIGN_NICKNAME = UART_XMTR
export VERILOG_FILES = /design/flow/design.v
export SDC_FILE = /design/flow/constraint.sdc
export NUM_CORES = 4
export LEC_CHECK = 1
export CORE_UTILIZATION = 30
</file>
<file path="constraint.sdc">
current_design UART_XMTR

set clk_period 1.4
set clk_io_pct 0.2

create_clock -name clk0 -period $clk_period [get_ports {Clock}]

set non_clock_inputs [all_inputs -no_clocks]
set_input_delay [expr $clk_period * $clk_io_pct] -clock clk0 $non_clock_inputs
set_output_delay [expr $clk_period * $clk_io_pct] -clock clk0 [all_outputs]
</file>
<file path="design.v">
module Control_Unit (
	Load_XMT_DR,			 
	Load_XMT_shftreg,			 
	start,				 
	shift,				 
	clear,				 
	Load_XMT_datareg,			 
	Byte_ready,				 
	T_byte,				 
	BC_lt_BCmax,			 
	Clock,
	rst_b
	);
      parameter       one_hot_count = 3;               
      parameter       state_count = one_hot_count;     
      parameter       size_bit_count = 3;              
      parameter       idle = 3'b001;                   
      parameter       waiting = 3'b010;
      parameter       sending = 3'b100;
      parameter       all_ones = 9'b1_1111_1111;       
      output          Load_XMT_DR;                     
      output          Load_XMT_shftreg;                
      output          start;                           
      output          shift;                           
      output          clear;                           
	reg		    Load_XMT_DR, Load_XMT_shftreg, start, shift, clear;
      input           Load_XMT_datareg;                
      input           Byte_ready;                      
      input           T_byte;                          
      input           BC_lt_BCmax;                     
      input           Clock;
      input           rst_b;
	reg [state_count-1:0]	state, next_state;	 
	always @ (Load_XMT_datareg or Byte_ready or T_byte or BC_lt_BCmax or rst_b or state)
	begin
		case(state)
			idle: 
				begin
					case({Load_XMT_datareg,Byte_ready})
						2'b00: 
							begin
								next_state <= idle;
								Load_XMT_DR <= 1'b0;
								Load_XMT_shftreg <= 1'b0;
								start <= 1'b0;
								shift <= 1'b0;
								clear <= 1'b0;
							end 
						2'b10: 
							begin
								Load_XMT_DR <= 1'b1;
								Load_XMT_shftreg <= 1'b0;
								start <= 1'b0;
								shift <= 1'b0;
								clear <= 1'b0;
								next_state <= idle;
							end
						2'b01:
							begin
								Load_XMT_shftreg <= 1'b1;
								Load_XMT_DR <= 1'b0;
								start <= 1'b0;
								shift <= 1'b0;
								clear <= 1'b0;
								next_state <= waiting;
							end
						2'b11:
							begin
								Load_XMT_shftreg <= 1'b0;
								Load_XMT_DR <= 1'b0;
								start <= 1'b0;
								shift <= 1'b0;
								clear <= 1'b0;
								next_state <= idle;
							end
					endcase
				end
			waiting: 
				begin
					case(T_byte)
						1'b0:
							begin
								Load_XMT_DR <= 1'b0;
								Load_XMT_shftreg <= 1'b0;
								start <= 1'b0;
								shift <= 1'b0;
								clear <= 1'b0;
								next_state <= waiting;
							end
						1'b1:
							begin
								Load_XMT_DR <= 1'b0;
								Load_XMT_shftreg <= 1'b0;
								start <= 1'b1;
								shift <= 1'b0;
								clear <= 1'b0;
								next_state <= sending ;
							end
					endcase
				end 
			sending: 
				begin
					case(BC_lt_BCmax)
						1'b0:
							begin
								Load_XMT_DR <= 1'b0;
								Load_XMT_shftreg <= 1'b0;
								start <= 1'b0;
								shift <= 1'b0;
								clear <= 1'b1;
								next_state <= idle;
							end
						1'b1:
							begin
								Load_XMT_DR <= 1'b0;
								Load_XMT_shftreg <= 1'b0;
								start <= 1'b0;
								shift <= 1'b1;
								clear <= 1'b0;
								next_state <= sending;
							end
					endcase
				end	
		endcase
	end
	always @ (posedge Clock or negedge rst_b) 
	begin
		if(rst_b == 1'b0)
			state <= idle;
		else
			state <= next_state;
	end
endmodule
module Datapath_Unit (
	Serial_out,
	BC_lt_BCmax,
	Data_Bus,
	Load_XMT_DR,
	Load_XMT_shftreg,
	start,
	shift,
	clear,
	Clock,
	rst_b);
	parameter		word_size = 8;
	parameter		size_bit_count = 3;
	parameter		all_ones = {(word_size + 1){1'b1}};	 
	output		Serial_out;
	output		BC_lt_BCmax;
	input [word_size-1:0]	Data_Bus;
	input			Load_XMT_DR;
	input			Load_XMT_shftreg;
	input			start;
	input			shift;
	input			clear;
	input 		Clock;
	input			rst_b;
	reg [word_size-1:0]	XMT_datareg;	 
	reg [word_size:0]		XMT_shftreg;	 
	reg [size_bit_count:0]	bit_count;		 
	assign Serial_out = XMT_shftreg[0];
	assign BC_lt_BCmax = (bit_count < word_size+1);
	always @(posedge Clock or negedge rst_b)
	begin
		if(rst_b==1'b0)
		begin
			bit_count <= 0;
			XMT_datareg <= 8'bz;
			XMT_shftreg <= 9'b1_1111_1111;
		end
		else
		begin
			case(Load_XMT_DR)
				1'b0: begin XMT_datareg <= XMT_datareg; end 
				1'b1: begin XMT_datareg <=  Data_Bus; end
			endcase
			case({Load_XMT_shftreg,start,shift})
				3'b000: begin XMT_shftreg <= XMT_shftreg; end 
				3'b100: begin XMT_shftreg <= {XMT_datareg,1'b1}; end
				3'b010: begin XMT_shftreg <= XMT_shftreg & (9'b1_1111_1110); end
				3'b001: begin XMT_shftreg <= {1'b1,XMT_shftreg [word_size:1]}; end
				default: begin XMT_shftreg <= 9'bz; end  
			endcase
			case({shift,clear})
				2'b00: begin bit_count <= bit_count; end
				2'b01: begin bit_count <= 0; end
				2'b10: begin bit_count <= bit_count+1;end
				2'b11: begin bit_count <= 0; end
			endcase 
		end
	end
endmodule
module UART_XMTR(Serial_out, Data_Bus, Load_XMT_datareg, Byte_ready, T_byte, Clock, rst_b);
	parameter word_size = 8;			 
	output Serial_out;
	input [word_size-1:0] Data_Bus;
	input Load_XMT_datareg;
	input T_byte;
	input Byte_ready;
	input Clock;
	input rst_b;
	wire BC_lt_BCmax;
	wire Load_XMT_DR;
	wire Load_XMT_shftreg;
	wire start;
	wire shift;
	wire clear;
	Control_Unit CONTROL_UNIT_INST
	(
		.Load_XMT_DR(Load_XMT_DR),
		.Load_XMT_shftreg(Load_XMT_shftreg),
		.start(start),
		.shift(shift),
		.clear(clear),
		.Load_XMT_datareg(Load_XMT_datareg),
		.Byte_ready(Byte_ready),
		.T_byte(T_byte),
		.BC_lt_BCmax(BC_lt_BCmax),
		.Clock(Clock),
		.rst_b(rst_b)
	);
	Datapath_Unit DATAPATH_UNIT_INST
	(
		.Serial_out(Serial_out),
		.BC_lt_BCmax(BC_lt_BCmax),
		.Data_Bus(Data_Bus),
		.Load_XMT_DR(Load_XMT_DR),
		.Load_XMT_shftreg(Load_XMT_shftreg),
		.start(start),
		.shift(shift),
		.clear(clear),
		.Clock(Clock),
		.rst_b(rst_b)
	);
endmodule
</file>
<file path="run.sh">
#!/bin/bash
# OpenROAD 26Q1-2900-gdf79404cd8, Yosys 0.63+post, stock flow scripts
make -C /OpenROAD-flow-scripts/flow DESIGN_CONFIG=/design/flow/config.mk WORK_HOME=/design/flow/orfs finish
</file>
==> Slide: Implementation Results <==
Run Summary

Outcome
  – Status: complete, no violations

Drt
  – Final wirelength: 2200 microns
  – Antenna cells: 0
  – Antenna Nets Post-Route: 0
  – Vias per inst: 4.76
  – # DRC: 0
  – DR WL/cell: 12.2 microns
  – Iteration count of the initial detailed-routing pass: 4
  – Via count: 861
  – DRT iter0 DRCs: 43

Clocking
  – CTS tree: yes
  – Root Buffer: clkbuf_8
  – Hold Buf Count CTS: 0
  – Post-CTS sizing: 1
  – H-tree depth: 1
  – CTS buffer count: 3
  – Latency at later pin: 0.26 ns
  – Clk pin slew, worst setup/hold paths: 0.08 ns
  – Post-CTS setup buffers: 0
  – Clock Tree Buf Depth: 2

Floorplanning
  – Die area: 0.00460 sq mm
  – FP Core Util: 31.8%
  – CORE AREA: 0.00409 sq mm
  – Core Rows: 23
  – Die W: 67.8 microns
  – Io pins: 14
  – Die Span Y: 67.8 microns

Critical path
  – Cells on worst reg2reg path: 4
  – CP delay by family, top: flip-flops
  – Critical Path RT: 1.12 ns
  – CP Capture Type: output port
  – Critical Path Fanout Max: 2
  – Critical Path AT: 0.99 ns
  – Worst path bufs/invs: 1
  – Setup CP Type: register to output port
  – Crit path depth: 1
  – Slowest stage cell, crit path: dfstp_2
  – Largest stage delay on the critical path: 0.53 ns
  – Critical path cell sequence: dlygate4sd2_1
  – CP Launch Type: register

Synth
  – Area reported by Yosys stat: 0.00130 sq mm
  – Synth async-reset ratio: 75.0%
  – Main flop type: dfrtp_1
  – Mux area share: 7.71%
  – Cells after synthesis: 120
  – Synth top cells by count: 23 x nor2_1, 14 x dfrtp_1, 10 x dfstp_2
  – Synth cell types: 28
  – Biggest area consumer among synthesized cells: dfrtp_1
  – Most common cell in the netlist: nor2_1
  – Synth Area in Simple Gates: 14.5%
  – Mapped Avg Cell Area: 10.8 sq um
  – Synth flops: 32
  – Xor+xnor area frac: 3.37%
  – Mapped Area: 0.00130 sq mm
  – Ys cells: 120
  – Top-area cell share: 27.0%
  – Top logic cell family in the synthesized netlist: simple AND/OR/NAND/NOR gates
  – Ys Warns: 4
  – Aoi share: 12.1%
  – FA/HA/MAJ Cells, Area Fraction: 1.93%
  – Top cells by area: dfrtp_1 27%, dfstp_2 20%, dlxtn_1 9.2%, mux2_2 6.9%, nor2_1 6.6%
  – Number of enable flip-flop cells: 0

Timing
  – Slew margin rel.: 49.7%
  – Register pins left without a clock: 8
  – Final Slew Violations: 0
  – Setup Skew: 0.000756 ns
  – RSZ-0062 raised after global routing: no
  – Final hold vios: 0
  – Fin Setup TNS: 0 ns
  – Final setup vio count: 0
  – Crit share post-route: 91.0%
  – Worst setup margin: 0.126 ns
  – Slew @ Worst Pin: 0.753 ns
  – Number of unconstrained endpoints: 11
  – Fmax: 785 MHz
  – Post-layout min period: 1.27 ns

GRT
  – Initial antenna violation count: 0
  – GRT overflow: 0
  – Tot GR Track Use: 11.1%
  – Number of global-route vias before repair: 843
  – Global-route wire length before repair: 3720 microns
  – Largest net degree at the start of global routing: 25

Power and ir drop
  – Pwr dens: 1040 mW/mm^2
  – Gate power share: 11.1%
  – Pint: 1.27 mW
  – Switching Share: 20.8%
  – Maximum vdd drop: 0.000669 V
  – Sw power: 0.333 mW
  – Sequential Power Share: 51.4%
  – Leak: 0.630 nW
  – Clock power share: 37.5%
  – Power Total: 1.60 mW

Placement
  – Placer Congestion: 0.802
  – Number of I/O port buffers: 13
  – Dpl hpwl: 1470 microns
  – Worst slack at placement: 0.152 ns

Finish
  – Area growth syn-to-layout: 18.7%
  – Layout Utilization: 37.7%
  – Fillers: 402
  – Share of cells above drive strength 1: 19.1%

Hold path
  – Hold Path Class: input pin to async pin

Run
  – Tool warnings: 26
  – Max-cap viol count: 0
-- kinds of logic after synthesis --
group / count (synthesis)
multiplexers: 9
adder cells (fa/ha/maj): 2
flip-flops: 24
buffers and inverters: 10
latches: 8
AND/OR/NAND/NOR: 38
AND-OR/OR-AND: 24
XOR/XNOR: 5
-- worst paths after layout --
check | slack [ns] | end | start
setup / recovery | 0.13 | Serial_out | DATAPATH_UNIT_INST.XMT_shftreg[0]
max in group asynchronous | 0.82 | DATAPATH_UNIT_INST.XMT_shftreg[6] | rst_b
hold / removal | 0.35 | DATAPATH_UNIT_INST.bit_count[0] | rst_b
setup reg to reg | 0.32 | DATAPATH_UNIT_INST.bit_count[1] | DATAPATH_UNIT_INST.bit_count[0]
hold reg to reg | 0.50 | DATAPATH_UNIT_INST.XMT_shftreg[0] | DATAPATH_UNIT_INST.XMT_shftreg[0]
min in group clk0 | 0.50 | DATAPATH_UNIT_INST.XMT_shftreg[0] | DATAPATH_UNIT_INST.XMT_shftreg[0]
-- area by class of cell --
type                       instances  area (sq um)  area share [%]
timing repair buffer              14           149            9.66
clock buffer                       3          41.3            2.68
multi-input combinational         78           514            33.4
tap                               50          62.6            4.06
clock inverter                     1          30.0            1.95
inverter                           3          11.3           0.731
sequential                        32           733            47.6
-- sequential cells by signal, indices dropped and copies added (netlist names) --
| name | count |
|---|---|
| DATAPATH_UNIT_INST.bit_count | 4 |
| CONTROL_UNIT_INST.Load_XMT_shftreg | 1 |
| CONTROL_UNIT_INST.shift | 1 |
| CONTROL_UNIT_INST.clear | 1 |
| CONTROL_UNIT_INST.next_state | 3 |
| DATAPATH_UNIT_INST.XMT_datareg | 8 |
| CONTROL_UNIT_INST.state | 3 |
| CONTROL_UNIT_INST.Load_XMT_DR | 1 |
| CONTROL_UNIT_INST.start | 1 |
| DATAPATH_UNIT_INST.XMT_shftreg | 9 |
-- cell usage in the layout, fill, tap and decap left out --
| master | instances |
|---|---|
| a21oi_1 | 8 |
| a21oi_2 | 1 |
| and4bb_2 | 1 |
| buf_12 | 1 |
| bufinv_16 | 1 |
| clkbuf_8 | 3 |
| clkdlybuf4s50_1 | 12 |
| dfrtp_1 | 14 |
| dfstp_2 | 10 |
| dlxtn_1 | 8 |
| dlygate4sd2_1 | 1 |
| ha_1 | 2 |
| inv_1 | 3 |
| mux2_2 | 8 |
| mux2i_1 | 1 |
| nand2_1 | 2 |
| nand2b_1 | 3 |
| nand3_1 | 1 |
| nand3b_1 | 2 |
| nand4_1 | 1 |
| nor2_1 | 23 |
| nor2b_1 | 3 |
| nor3b_1 | 1 |
| o211ai_1 | 1 |
| o21ai_0 | 6 |
| o22a_1 | 7 |
| o32a_1 | 1 |
| or4b_1 | 1 |
| xnor2_1 | 3 |
| xor2_1 | 2 |
-- worst register-to-register path, stage by stage, from the launching register on --
cell and delay (ns):
dfrtp_1 0.41, inv_1 0.06, ha_1 0.30, mux2i_1 0.15, nor2_1 0.06
-- through the flow --
stage | hold slack (ns) | area (sq um) | instances
2_1_floorplan | -0.0156 | 1300 | 120
3_3_place_gp | 0.483 | 1470 | 177
3_5_place_dp | 0.489 | 1470 | 177
4_1_cts | 0.352 | 1540 | 181
5_1_grt | 0.373 | 1540 | 181
6_report | 0.350 | 1540 | 181
-- power groups by stage --
stage | sequential (mW) | clock [mW] | combinational [mW]
finish | 0.825 | 0.601 | 0.178
global route | 0.835 | 0.653 | 0.200
CTS | 0.825 | 0.622 | 0.180
-- per-layer routing --
layer	GRT usage, %	vias to the layer above	share of wire (%)
li1	-	430	-
met1	15.8	420	48
met2	18.3	9	48
met3	2.74	2	3.2
met4	1.04	0	0.77
met5	0	-	0
Power is estimated from default activity; no workload was simulated.
