--- ./design.v ---
module WRAP_SRAM (DataBus, AddressBus, ControlBus, InData, OutData, Address, bCE, bWE, Breq, Bgnt, clk, bReset);
parameter 			AddressSize = 18;	 
parameter 			WordSize = 8;		 
output [AddressSize-1:0] 	Address;
reg [AddressSize-1:0] 		Address;
output [WordSize-1:0] 		InData;
reg [WordSize-1:0] 		InData;
output 				bCE, bWE;
reg 				bCE, bWE;
output 				Breq;
reg       			Breq;
input [WordSize-1:0] 		OutData;
input				Bgnt;
input 				bReset;
input 				clk;
inout [7:0]			DataBus;
inout [31:0]			AddressBus;
inout				ControlBus;
reg			IntEnable;
reg [3:0]   		cnt;
assign ControlBus = IntEnable? 1'b0 : 1'bz;
assign DataBus = (AddressBus[18] & ~AddressBus[19])? OutData:8'hz; 
always @(posedge clk)
begin
	   if(IntEnable==1'b1)				 
	   begin
		   if(AddressBus[31:28] == 4'b0001)	 
		   begin
			bWE <= AddressBus[18]; 
			bCE <= AddressBus[19];  
			Address <= AddressBus[17:0]; 
			InData <= DataBus;  
		   end
	   end
end
always @(posedge clk)
begin
   if(bReset==1'b0)
   begin
		IntEnable <= 1'b0;
		Breq <= 1'b0;
		cnt <= 0;
   end
   else
   begin
      if(IntEnable==1'b0)
	   begin
		   if(Bgnt==1'b1)
		   begin
			   IntEnable <= 1'b1;
			   Breq <= 1'b0;
			   cnt <= 1;
		   end
		   else if(AddressBus[31:28] == 4'b0001)
		   begin
			   IntEnable <= 1'b0;
			   Breq <= 1'b1;
		   end
		   else
		   begin
			   IntEnable <= 1'b0;
			   Breq <= 1'b0;
		   end
	   end
	   else if(AddressBus[31:28] != 4'b0001)
	   begin	
		      IntEnable <= 1'b0;
		      Breq <= 1'b0;
		      cnt <= 0;
	   end
	end
end
endmodule
--- ./run.sh ---
#!/bin/bash
# OpenROAD 26Q1-2900-gdf79404cd8, Yosys 0.63+post, stock flow scripts
make -C /OpenROAD-flow-scripts/flow DESIGN_CONFIG=/design/flow/config.mk WORK_HOME=/design/flow/orfs finish
--- ./config.mk ---
export PLATFORM = sky130hd
export DESIGN_NAME = WRAP_SRAM
export DESIGN_NICKNAME = WRAP_SRAM
export VERILOG_FILES = /design/flow/design.v
export SDC_FILE = /design/flow/constraint.sdc
export NUM_CORES = 4
export LEC_CHECK = 1
export CORE_AREA = 10 10 85 85
export DIE_AREA = 0 0 95 95
--- ./constraint.sdc ---
current_design WRAP_SRAM

set clk_period 2.4
set clk_io_pct 0.2

create_clock -name clk0 -period $clk_period [get_ports {clk}]

set non_clock_inputs [all_inputs -no_clocks]
set_input_delay [expr $clk_period * $clk_io_pct] -clock clk0 $non_clock_inputs
set_output_delay [expr $clk_period * $clk_io_pct] -clock clk0 [all_outputs]
==> flow_summary.ini <==
; implementation run metrics
[synth]
numSynthFlops = 30
synth-edff-count = 28
seq_area_frac_synth_pct = 86.81
synthFlopType = edfxtp_1
top_cells_by_area = edfxtp_1 (83%), buf_4 (6.7%), dfxtp_1 (3.9%), a2111oi_2 (1.5%), or4b_4 (1.4%)
yosysMostFrequentCell = edfxtp_1
async_reset_ff_share_pct = 0
synth_area_mm2 = 0.001015
ys_chip_area_mm2 = 0.001015
ys.warnings.count = 3
yosys.area.top_type = edfxtp_1
syn_inst = 49
common_cells = edfxtp_1 (28), buf_4 (9), inv_1 (3)
syn_area_per_cell_um2 = 20.71
synth_cell_types = 11
ys_cells = 49
synth_top_area_share_pct = 82.86

[floorplan]
die_w_um = 95
row_count = 27
initCoreUtil_pct = 18.54
die_y_um = 95
io_pins = 81

[place]
dp_hpwl_um = 2206
gp_congestion = 0.7308
port_buffers = 39

[clock_tree]
cts_resized = 0
postCtsSetupBuffers = 0
cts_buffer_depth = 2
hold_buffers = 0
htree_levels = 2
cts_buffers = 5
root_buffer = clkbuf_8
clock-sinks = 30

[run_status]
lastStage = global routing
tool.error = [ERROR RSZ-0074] Failed to build tree from global routes for pin 'input9/X' and net 'OutData[6]' at grid (17250, 65550): found route to 1 pins, expected 2
status = stopped before the end

[grt]
grt_max_degree = 16

[final_timing]
untimed_endpoints = 32
-- cells by family after synthesis --
kind of cell           share of synthesized area [%]
buffers and inverters                          7.768
AND/OR/NAND/NOR                                2.712
AND-OR/OR-AND                                  2.343
flip-flops                                     86.81
other                                         0.3696
-- stage by stage --
step	setup WS, ns	total power, mW	hold WS (ns)	cell area [um2]	instances
after CTS	0.8094	0.9988	0.2877	1525	161
after detailed placement	0.6883	0.6201	0.4632	1445	153
after floorplan	0.2158	0.6031	0.4323	1017	49
after global placement	0.7075	0.6191	0.4558	1445	153
Power is estimated from default activity; no workload was simulated.
