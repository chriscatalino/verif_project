<file path="design.v">
module WRAP_UART (DataBus, AddressBus, ControlBus, InData, Load_XMT_datareg, Byte_ready, T_byte, Breq, Bgnt, clk, bReset);
parameter 		WordSize = 8;		 
output 			Load_XMT_datareg, Byte_ready, T_byte;
output [WordSize-1:0] 	InData;
reg 			Load_XMT_datareg, Byte_ready, T_byte;
reg [WordSize-1:0] 	InData;
input 			bReset;
output 			Breq;
reg       		Breq;
input			Bgnt;
inout [7:0]		DataBus;
inout [31:0]		AddressBus;
inout			ControlBus;
input 			clk;
reg			IntEnable;
reg [3:0]   		cnt;
assign ControlBus = IntEnable ? 1'b0 : 1'bz;
always @(posedge clk)
begin
	   if(IntEnable)				 
	   begin
		   if(AddressBus[31:28] == 4'b0010)	 
		   begin
			T_byte <= AddressBus[2];
			Byte_ready <= AddressBus[1];
			Load_XMT_datareg <= AddressBus[0];
			InData <= DataBus;
		   end
	   end
	else
	begin
	        	T_byte <= 1'b0;
			Byte_ready <= 1'b0;
			Load_XMT_datareg <= 1'b0;
			InData <= 8'h00;
	end
end
always @(posedge clk)
begin
   if(!bReset)
   begin
		IntEnable <= 1'b0;
		Breq <= 1'b0;
		cnt <= 0;
   end
   else
   begin
      if(!IntEnable)
	   begin
		   if(Bgnt)
		   begin
			   IntEnable <= 1'b1;
			   Breq <= 1'b0;
			   cnt <= 1;
		   end
		   else if(AddressBus[31:28] == 4'b0010)
		   begin
			   IntEnable <= 1'b0;
			   Breq <= 1'b1;
		   end
		   else
		   begin
			   IntEnable <= 1'b0;
			   Breq <= 1'b0;
		   end
	   end
	   else if(AddressBus[31:28] != 4'b0010)
	   begin	
		      IntEnable <= 1'b0;
		      Breq <= 1'b0;
		      cnt <= 0;
	   end
	end
end
endmodule
</file>
<file path="run.sh">
#!/bin/bash
# OpenROAD 26Q1-2900-gdf79404cd8, Yosys 0.63+post, stock flow scripts
make -C /OpenROAD-flow-scripts/flow DESIGN_CONFIG=/design/flow/config.mk WORK_HOME=/design/flow/orfs finish
</file>
<file path="config.mk">
export PLATFORM = sky130hd
export DESIGN_NAME = WRAP_UART
export DESIGN_NICKNAME = WRAP_UART
export VERILOG_FILES = /design/flow/design.v
export SDC_FILE = /design/flow/constraint.sdc
export NUM_CORES = 4
export LEC_CHECK = 1
export CORE_AREA = 10 10 70 70
export DIE_AREA = 0 0 80 80
</file>
<file path="constraint.sdc">
current_design WRAP_UART

set clk_period 2.3
set clk_io_pct 0.2

create_clock -name clk0 -period $clk_period [get_ports {clk}]

set non_clock_inputs [all_inputs -no_clocks]
set_input_delay [expr $clk_period * $clk_io_pct] -clock clk0 $non_clock_inputs
set_output_delay [expr $clk_period * $clk_io_pct] -clock clk0 [all_outputs]
</file>
==> results_dict.tcl <==
# metrics dict for downstream scripts
set metrics [dict create \
    status "aborted with a tool error" \
    failing_step "5_1_grt" \
    error_message "[ERROR RSZ-0074] Failed to build tree from global routes for pin 'DataBus[7]' and net 'DataBus[7]' at grid (44850, 72450): found route to 2 pins, expected 1" \
    post-dp-hpwl_um 1146 \
    synth-seq-area-share_pct 47.27 \
    design.portCount 56 \
    synthCells 58 \
    cts_inserted_buffers 3 \
    ctsHoldBuffers 0 \
    synthesized_flop_and_latch_total 13 \
    grt_start_max_net_pins 15 \
    cell_area_after_technology_mapping_um2 550.5 \
    die_width_um 80 \
    dp_slack_ns 0.8874 \
    floorplan.die.height_um 80 \
    synth-cells-yosys 58 \
    placement.io_buffers 14 \
    clk_path_buf_depth 2 \
    post-cts-setup-buffer-count 0 \
    synth_chip_area_um2 550.5 \
    syn_area_per_cell_um2 9.492 \
    placementRows 21 \
    yosys_warnings 2 \
    post_cts_resized 0 \
    dpl_cell_area_um2 739.5 \
    cts.sinks 13 \
    initCoreUtil_pct 16.12 \
    cts_root_buffer "sky130_fd_sc_hd__clkbuf_4" \
    synth_cell_types 14 \
    routabilityCongestion 0.7105 \
    unconstrained_endpoints 40 \
    htree_levels 1 \
]
synth_stat cells:
cell type	instances	share of area (%)
sky130_fd_sc_hd__nand2_1	22	15
sky130_fd_sc_hd__dfxtp_1	13	47
sky130_fd_sc_hd__mux2i_1	11	20
sky130_fd_sc_hd__clkbuf_1	2	1.4
sky130_fd_sc_hd__a31o_2	1	1.6
sky130_fd_sc_hd__and3b_1	1	1.6
sky130_fd_sc_hd__buf_2	1	0.91
sky130_fd_sc_hd__buf_4	1	1.4
sky130_fd_sc_hd__buf_6	1	2.0
sky130_fd_sc_hd__conb_1	1	0.68
sky130_fd_sc_hd__inv_1	1	0.68
sky130_fd_sc_hd__nand2b_1	1	1.1
sky130_fd_sc_hd__nor4b_4	1	4.3
sky130_fd_sc_hd__o2111a_1	1	2.0
metrics by stage:
step	util [%]	std cells	total power, uW
3_5_place_dp	21.65	116	265.4
3_3_place_gp	21.65	116	264.0
2_1_floorplan	-	58	255.0
4_1_cts	22.42	120	415.1
logic make-up after synthesis:
family / share of synthesized area [%]
DFF: 47.27
AOI/OAI and AO/OA: 3.637
muxes: 20.00
buffers and inverters: 6.363
and+or+nand+nor: 22.05
other: 0.6812
Power figures rest on the tool's default switching activity, not on a simulated workload.
