`flow/design.v`:
```
`timescale 1ns/10ps
module CannyEdge(dAddrRegRow, dAddrRegCol, bWE, bCE, InData, OutData,
	OPMode, bOPEnable, dReadReg, dWriteReg,	clk, rst_b);
input 	[2:0]			dAddrRegRow, dAddrRegCol;
input				bWE, bCE;
input 	[8-1:0] 	InData;
output 	[8-1:0] 	OutData;
reg     [8-1:0] 	OutData;
input 	[2:0]			OPMode;
input 				bOPEnable;
input 	[3:0]			dReadReg, dWriteReg;
input				clk, rst_b;
reg 	[8-1:0]	regX[0:24];	 
reg 	[8-1:0]	regY[0:24];	 
reg 	[8-1:0]	regZ[0:24];	 
reg 	[8-1:0]	gf[0:24];	 
reg 	[8-1:0]	Out_gf, Out_gradient, Out_direction, Out_bThres;
integer index;
parameter 			dThresHigh = 15;
parameter			dThresLow = 10;
reg 		[31:0]		tpSum;
reg		[1:0]		IntSignal;
reg signed 	[31:0] 		Gx, Gy, fGx, fGy;
reg signed	[1:0]		dx, dy;
always @(clk or rst_b)
begin
	if(!rst_b)
	begin
		gf[0] =1;  gf[1] =3;  gf[2]=4;   gf[3]=3;   gf[4]=1;
		gf[5] =3;  gf[6] =7;  gf[7]=10;  gf[8]=7;   gf[9]=3;
		gf[10]=4;  gf[11]=10; gf[12]=16; gf[13]=10; gf[14]=4;
		gf[15]=3;  gf[16]=7;  gf[17]=10; gf[18]=7;  gf[19]=3;
		gf[20]=1;  gf[21]=3;  gf[22]=4;  gf[23]=3;  gf[24]=1;
	end
end
always @(posedge clk or negedge rst_b)
begin
	if(!rst_b) begin
		IntSignal <= 2'b00;
	end
	else if(bCE==1'b0 && bWE==1'b0) 
	begin
		if(dWriteReg == 0)
			regX[dAddrRegRow*5+dAddrRegCol] <= InData;
		else if(dWriteReg == 1)
			regY[dAddrRegRow*5+dAddrRegCol] <= InData;
		else if(dWriteReg == 2)
			regZ[dAddrRegRow*5+dAddrRegCol] <= InData;
		else
			regZ[dAddrRegRow*5+dAddrRegCol] <= 8'hZ;
	end
	else if(bCE==1'b0 && bWE==1'b1)
	begin
		if(dReadReg == 0)
			OutData <= Out_gf;
		else if(dReadReg == 1)
			OutData <= Out_gradient;
		else if(dReadReg == 2)
			OutData <= Out_direction;
		else if(dReadReg == 3)
			OutData <= regX[dAddrRegRow*5+dAddrRegCol];
		else if(dReadReg == 4)
			OutData <= Out_bThres;
		else
			OutData <= 8'hZ;
	end
	else
	begin
		if(bOPEnable==1'b0)
		begin
			if(OPMode == 0)
			begin
				if(IntSignal == 2'b00)	
				begin
					tpSum <= gf[0]*regX[0]+gf[1]*regX[1]+gf[2]*regX[2]+gf[3]*regX[3]+
						 gf[4]*regX[4]+gf[5]*regX[5]+gf[6]*regX[6]+gf[7]*regX[7]+
						 gf[8]*regX[8]+gf[9]*regX[9]+gf[10]*regX[10]+gf[11]*regX[11]+
						 gf[12]*regX[12]+gf[13]*regX[13]+gf[14]*regX[14]+gf[15]*regX[15]+
						 gf[16]*regX[16]+gf[17]*regX[17]+gf[18]*regX[18]+gf[19]*regX[19]+
						 gf[20]*regX[20]+gf[21]*regX[21]+gf[22]*regX[22]+gf[23]*regX[23]+
						 gf[24]*regX[24];
					 IntSignal <= 2'b01;
				 end
				 else if(IntSignal == 2'b01)
				 begin
		        		Out_gf <= (tpSum>>7);
		        		tpSum <= tpSum;
		        		IntSignal <= IntSignal;
				 end
				 else 
				 begin
					Out_gf <= Out_gf;
					IntSignal <= IntSignal;
					tpSum <= 0;
				 end
			end
		else if(OPMode == 1)
		begin
			if(IntSignal == 2'b00)	
			begin
				Gx <= regX[0]*-1 + regX[1]*0 + regX[2]*1 +
				      regX[5]*-2 + regX[6]*0 + regX[7]*2 +
				      regX[10]*-1 + regX[11]*0 + regX[12]*1;
				Gy <= regX[0]*1 + regX[1]*2 + regX[2]*1 +
				      regX[5]*0 + regX[6]*0 + regX[7]*0 +
				      regX[10]*-1 + regX[11]*-2 + regX[12]*-1;
				IntSignal <= 2'b01;
				Out_gradient <= 8'hZ; Out_direction <= 8'hZ;
				fGx <= 8'hZ; fGy <= 8'hZ;
			end
			else if(IntSignal == 2'b01) 
			begin
				if(Gx < 0 & Gy < 0)
					Out_gradient <= (-Gx-Gy)>>3;
				else if(Gx >= 0 & Gy < 0)
					Out_gradient <= (Gx-Gy)>>3;
				else if(Gx >= 0 & Gy >= 0)
					Out_gradient <= (Gy+Gx)>>3;
				else if(Gx < 0 & Gy >= 0)
					Out_gradient <= (Gy-Gx)>>3;
				Gx <= Gx;
				Gy <= Gy;
				Out_direction <= 8'hZ;
				IntSignal <= 2'b10;
				fGx <= 8'hZ; fGy <= 8'hZ;
			end
			else if(IntSignal == 2'b10) 
			begin
					if(Gy < 0)
					begin
						fGx <= -1*Gx;
						fGy <= -1*Gy;
					end
					else
					begin
						fGx <= Gx;
						fGy <= Gy;
					end
					IntSignal <= 2'b11;
			end
			else if(IntSignal == 2'b11) 
			begin
				if(fGx >= 0)
				begin
					if(fGy <= (fGx>>>1))
						Out_direction <= 8'd0;
					else if((fGy > (fGx>>>1))&&(fGy <= (5*fGx)>>>1))
						Out_direction <= 8'd45;
					else if(fGy > (5*fGx)>>>1)
						Out_direction <= 8'd90;
				end
				else 
				begin
					if((fGy) <= ((-fGx)>>>1))
						Out_direction <= 8'd0;
					else if(((fGy > (-fGx)>>>1))&&(fGy <= ((-5*fGx)>>>1)))
						Out_direction <= 8'd135;
					else if(fGy > ((-5*fGx)>>>1))
						Out_direction <= 8'd90;
				end
				IntSignal <= IntSignal;
			end
			else
			begin
				IntSignal <= IntSignal;
				Out_gradient <= 8'hZ;
				Out_direction <= 8'hZ;
				fGx <= 8'hZ; fGy <= 8'hZ;
				Gx <= 8'hZ; Gy <= 8'hZ;
			end
		end
		else if(OPMode == 2)
		begin
			if(IntSignal == 2'b00) 
			begin
				if(regY[6] == 8'd0) begin dx <= 1; dy <= 0; end
				else if(regY[6] == 8'd45) begin dx <= 1; dy <= -1; end
				else if(regY[6] == 8'd90) begin dx <= 0; dy <= 1;  end
				else if(regY[6] == 8'd135) begin dx <= -1; dy <= -1; end
				else begin dx <= 1'bZ; dy <= 1'bZ; end 
				IntSignal <= 2'b01;
			end
			else if(IntSignal == 2'b01) 
			begin
				if((regX[6] >= regX[6+dx+(5*dy)])&&(regX[6] >= regX[6-dx-(5*dy)]))
				begin
					regX[6+dx+(5*dy)] <= 0;
					regX[6-dx-(5*dy)] <= 0;	 
				end
				else
				begin
					regX[6] <= 0;
				end
				IntSignal <= IntSignal;
			end
		end
		else if(OPMode == 3)
		begin
			if(IntSignal == 2'b00) 
			begin
				if(regY[6] == 8'd0) begin dx <= 0; dy <= 1; end
				else if(regY[6] == 8'd45) begin dx <= -1; dy <= -1; end
				else if(regY[6] == 8'd90) begin dx <= 1; dy <= 0;  end
				else if(regY[6] == 8'd135) begin dx <= 1; dy <= -1; end
				else begin dx <= 1'bZ; dy <= 1'bZ; end
				IntSignal <= 2'b01;
			end	
			else if(IntSignal == 2'b01) begin
				if(regX[6] >= dThresHigh)		 
					Out_bThres <= 1;
				else if(regX[6] <= dThresLow)		 
					Out_bThres <= 0;
				else					 
				begin
					if(regX[6-5*dy-dx] >= dThresHigh || regX[6+5*dy+dx] >= dThresHigh)
						Out_bThres <= 1;
					else if(regZ[6-5*dy-dx] == 1 || regZ[6+5*dy+dx] == 1)
						Out_bThres <= 1;
					else
						Out_bThres <= 0;
				end
				IntSignal <= IntSignal;
			end
		end
	end	
	else
		IntSignal <= 2'b00;
	end  
end
endmodule
```
`flow/run.sh`:
```
#!/bin/bash
# OpenROAD 26Q1-2900-gdf79404cd8, Yosys 0.63+post, stock flow scripts
make -C /OpenROAD-flow-scripts/flow DESIGN_CONFIG=/design/flow/config.mk WORK_HOME=/design/flow/orfs finish
```
`flow/config.mk`:
```
export PLATFORM = sky130hd
export DESIGN_NAME = CannyEdge
export DESIGN_NICKNAME = CannyEdge
export VERILOG_FILES = /design/flow/design.v
export SDC_FILE = /design/flow/constraint.sdc
export NUM_CORES = 4
export LEC_CHECK = 1
export CORE_UTILIZATION = 50
```
`flow/constraint.sdc`:
```
current_design CannyEdge

set clk_period 14.2
set clk_io_pct 0.2

create_clock -name clk0 -period $clk_period [get_ports {clk}]

set non_clock_inputs [all_inputs -no_clocks]
set_input_delay [expr $clk_period * $clk_io_pct] -clock clk0 $non_clock_inputs
set_output_delay [expr $clk_period * $clk_io_pct] -clock clk0 [all_outputs]
```
==> flow_metrics.tcl <==
# metrics dict for downstream scripts
set metrics [dict create \
    p_per_area_mw_per_mm2 130 \
    crit_slowest_cell "fa_1" \
    clock_latency_ns 0.74 \
    synth_seq_share 0.278 \
    cts_sinks 584 \
    chipArea_mm2 0.127 \
    avgSynthCellArea_um2 10.4 \
    status "complete, no violations" \
    fin_area_mm2 0.0691 \
    largest_area_cell "edfxtp_1" \
    cpMostUsedCell "fa_1" \
    grt_pass1_wl_um 363000 \
    placed_cells 7782 \
    ys.flop_type "edfxtp_1" \
    power_leakage_uw 0.0304 \
    power_frac_seq 0.224 \
    portBuffers 37 \
    rsz0062_at_grt "no" \
    required_ns 14.64 \
    yosysCellCount 6021 \
    max_freq_mhz 93.6 \
    instances_no_fill 7924 \
    drtIter0Drc 4452 \
    power_switching_uw 4160 \
    track_usage 0.443 \
    die_h_um 356 \
    cts_resized 0 \
    worst_pin_slew_ns 1.16 \
    vias 49100 \
    wl_um 255000 \
    drc 0 \
    met2_usage 0.551 \
    min_period_ns 10.68 \
    cp.arrival_ns 11.12 \
    clockRootBuffer "clkbuf_16" \
    synth-edff-count 577 \
    area_delta_synth_final_pct 9.98 \
    hp-class "flop to flop" \
    vdd.ir_drop.worst_v 0.000171 \
    fin_util 0.557 \
    ys_area_mm2 0.0628 \
    grt_pass1_vias 50300 \
    vias_per_cell 6.20 \
    grt.overflow.total 0 \
    path_class "flop to flop" \
    hpwl_um 203000 \
    dr.pass1.iters 8 \
    cts_tree "built" \
    cts_buffer_depth 3 \
    die_w_um 356 \
    p_int_uw 4830 \
    skew_ns 0.0694 \
    top_area_frac 0.276 \
    pwr-share-clk 0.213 \
    numSynthFlops 584 \
    grt-busiest-layer "met1" \
    drive_above_1_share 0.0693 \
    postCtsHoldBufs 0 \
    place.gp.congestion 1.14 \
    detail-route-antenna-nets 0 \
    num_rows 129 \
    cap_viol_max_count 0 \
    finalSetupViolCount 0 \
    post_cts_buffers 0 \
    end_kind "flop" \
    power_uw 8990 \
    grt_max_degree 73 \
    yosysWarnings 24 \
    syn-cell-area_mm2 0.0628 \
    fin_crit_sh 0.752 \
    synth.distinct_cells 87 \
    setup_total_negative_slack_ns 0 \
    worstPathMaxFanout 13 \
    numCtsBuffers 72 \
    cp-start-kind "flop" \
    final-max-slew-violation-count 0 \
    slew_headroom 0.216 \
    place_area_mm2 0.0666 \
    antenna_found_initial 14 \
    routedWlPerCell_um 32.2 \
    hold_viol 0 \
    met3_usage 0.297 \
    netlist_top_cells_area "edfxtp_1, fa_1, ha_1" \
    crit_path_max_incr_delay_ns 0.65 \
    swShare 0.463 \
    async_flop_share 0.00685 \
    combPwrFrac 0.563 \
    ios 38 \
    syn_inst 6021 \
    fp_util 0.506 \
    tool_warnings 77 \
    path_clk_slew_ns 0.06 \
    htreeDepth 3 \
    core_mm2 0.124 \
    grt_use_met1 0.634 \
]
[stage by stage]
stage               worst slack [ns]  hold WS, ns
global route                    2.84        0.432
floorplan                       4.49        0.400
detailed placement              3.58        0.406
finish                          3.52        0.418
global placement                3.65        0.405
CTS                             3.52        0.418
[placed cells by master (no fill, tap or decap), drive strengths merged, types with 68 or more instances in the layout]
cell type / n
fa: 749
clkbuf: 84
a221oi: 68
nand3: 97
nand2: 256
o21ai: 203
nor2: 293
nand4: 80
ha: 667
xor2: 118
a21o: 125
edfxtp: 577
a22oi: 89
inv: 1207
a21oi: 228
buf: 235
xnor2: 177
nor3: 120
[metal layers]
layer  share of wire  up-vias
met3            0.17      702
met2            0.38     3044
met1            0.39    24200
met4           0.055       32
met5          0.0014        -
li1                -    21200
[critical path: cells and delay by family, from the launching register on]
family                     cells  cell delay [ns]
buffers and inverters          7             0.53
and+or+nand+nor                5             1.04
DFF                            1             0.59
adders and majority gates     12             5.56
AOI/OAI and AO/OA             12             2.69
[power groups by stage]
| stage | logic [µW] | registers [µW] | clock network [µW] |
|---|---|---|---|
| final | 5060 | 2010 | 1920 |
| after CTS | 4910 | 2010 | 1940 |
| after global routing | 5450 | 2010 | 2010 |
[Yosys cell counts, drive strengths merged (47+ instances only)]
cell	number
a211oi	56
nor2	293
nand3	97
clkbuf	126
a21o	125
nand2b	47
fa	749
nor3	120
ha	667
xor2	118
a221oi	68
inv	1206
xnor2	177
or3	50
nand2	256
edfxtp	577
o21ai	203
a21oi	228
a22oi	89
nand4	80
[worst paths after layout]
kind                                         start                endpoint  slack, ns  cells past startpoint
setup / recovery             regX[10][3]$_DFFE_PP_    Gy[31]$_SDFFCE_PN0P_       3.52                     36
hold / removal             tpSum[13]$_SDFFCE_PN0P_     Out_gf[6]$_DFFE_PP_       0.42                      0
hold reg to reg            tpSum[13]$_SDFFCE_PN0P_     Out_gf[6]$_DFFE_PP_       0.42                      0
max in group asynchronous                    rst_b  IntSignal[0]$_DFF_PN1_      11.34                      1
min in group asynchronous                    rst_b  IntSignal[3]$_DFF_PN0_       2.51                      1
setup reg to reg             regX[10][3]$_DFFE_PP_    Gy[31]$_SDFFCE_PN0P_       3.52                     36
[sequential cells by signal, indices dropped and copies added, names as in the netlist, named ones only]
register       flops
Gx                32
Gy                32
IntSignal          4
OutData            8
Out_bThres         1
Out_direction      6
Out_gf             8
Out_gradient       8
dx                 2
dy                 2
fGx               32
fGy               32
regX             200
regY               8
regZ             200
tpSum              8
[logic make-up after synthesis]
| logic type | count (synthesis) | share of synthesized area |
|---|---|---|
| AND-OR/OR-AND | 1177 | 0.130 |
| multiplexers | 33 | 0.00610 |
| XOR/XNOR | 295 | 0.0411 |
| buffers and inverters | 1355 | 0.0811 |
| adder cells (fa/ha/maj) | 1416 | 0.372 |
| AND/OR/NAND/NOR | 1161 | 0.0918 |
| flip-flops | 584 | 0.278 |
[final cells by class]
cell class | count | area [µm²]
Multi-Input combinational cell | 4082 | 40400
Inverter | 1207 | 4530
Timing Repair Buffer | 272 | 2150
Antenna cell | 8 | 20.0
Tap cell | 1637 | 2050
Clock inverter | 50 | 617
Fill cell | 10400 | 55000
Sequential cell | 584 | 17500
Clock buffer | 84 | 1850
Power figures rest on the tool's default switching activity, not on a simulated workload.
